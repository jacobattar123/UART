### flow/run.sh
#!/bin/bash
# OpenROAD 26Q1-2900-gdf79404cd8, Yosys 0.63+post, stock flow scripts
make -C /OpenROAD-flow-scripts/flow DESIGN_CONFIG=/design/flow/config.mk WORK_HOME=/design/flow/orfs finish
### flow/config.mk
export PLATFORM = sky130hd
export DESIGN_NAME = uart_tx
export DESIGN_NICKNAME = uart_tx
export VERILOG_FILES = /design/flow/design.v
export SDC_FILE = /design/flow/constraint.sdc
export NUM_CORES = 4
export LEC_CHECK = 1
export CORE_AREA = 10 10 97 97
export DIE_AREA = 0 0 107 107
export SYNTH_HDL_FRONTEND = slang
### flow/constraint.sdc
current_design uart_tx

set clk_period 2.3
set clk_io_pct 0.2

create_clock -name clk0 -period $clk_period [get_ports {clk}]

set non_clock_inputs [all_inputs -no_clocks]
set_input_delay [expr $clk_period * $clk_io_pct] -clock clk0 $non_clock_inputs
set_output_delay [expr $clk_period * $clk_io_pct] -clock clk0 [all_outputs]
### flow/design.v
`timescale 1ns / 1ps
module uart_tx(input clk, en, start, [7:0] in, output reg out, reg done, reg busy);
parameter RESET = 3'b001, IDLE = 3'b010, START_BIT = 3'b011, DATA_BITS = 3'b100, STOP_BIT = 3'b101;
reg [2:0] state;
reg [7:0] data;
reg [2:0] bit_idx;
wire [2:0] idx;
assign idx = bit_idx;
always @(posedge clk) begin
    case(state) 
        default: state <= IDLE;
        IDLE: begin
            out     <= 1'b1;  
            done    <= 1'b0;
            busy    <= 1'b0; 
            bit_idx <= 3'b0;
            data    <= 8'b0;
            if (start & en)begin
                data    <= in;
                state   <= START_BIT;
            end  
        end
        START_BIT: begin
            out     <= 1'b0;  
            busy    <= 1'b1;
            state   <= DATA_BITS;
        end  
        DATA_BITS: begin
            out     <= data[idx];
            if (&bit_idx) begin
                bit_idx     <= 3'b0;
                state       <= STOP_BIT;
            end else bit_idx <= bit_idx + 1'b1;
        end  
        STOP_BIT: begin
            out <= 1;
            done    <= 1'b1;
            data    <= 8'b0;
            state   <= IDLE;     
        end
    endcase
end  
endmodule
==> results_dict.tcl <==
# collected from the flow reports
set metrics [dict create \
    buffers_inserted_during_post_cts_setup_optimization 0 \
    ys.flops 17 \
    tritoncts "yes" \
    grt_first_pass_wirelength_mm 2.23 \
    clock.latency.late_pin_ns 0.25 \
    cts-buffers-inserted 3 \
    antenna_cells 0 \
    peakVddDrop_uv 282 \
    multi_input_comb_area_um2 258 \
    globalRouteTotalUtil_pct 2.43 \
    dr.first_iter.drc_count 25 \
    cts.repair.resized 0 \
    synthesis.area_um2 772 \
    routedWlPerCell_um 7.90 \
    buffer_ports.inserted 13 \
    final_util_pct 14.7 \
    die_height_um 107 \
    layout_overhead_on_the_synthesized_area_pct 38.9 \
    dieArea_um2 11400 \
    number_of_global_route_vias_before_repair 464 \
    worst_slew_pin_slew_ns 0.435 \
    fmaxAchievable_mhz 624 \
    run_status "completed" \
    std_cell_core_area_um2 7290 \
    drive_gt1_share_pct 10.0 \
    post_synthesis_cell_type_with_the_largest_combined_area "sky130_fd_sc_hd__edfxtp_1" \
    clk_path_buf_depth 2 \
    timing.hold.worst.start "state[2]" \
    fp-utilization_pct 10.6 \
    setup_total_negative_slack_ns 0 \
    clock-root-buffer "sky130_fd_sc_hd__clkbuf_8" \
    power.static_leakage_nw 0.381 \
    yosysChipArea_um2 772 \
    globalplace.congestion 0.731 \
    route.vias.total 450 \
    relative_slew_margins_pct 70.9 \
    finalClockPeriodUsage_pct 69.6 \
    synth_async_reset_ratio_pct 0 \
    n_fill_cell 833 \
    synth.most_common_cell "sky130_fd_sc_hd__edfxtp_1" \
    tritoncts_num_sinks 17 \
    final-max-slew-violation-count 0 \
    placement_rows 31 \
    detail_routed_via_count_per_cell 2.66 \
    yosysTopAreaCellShare_pct 66.1 \
    setup_violations 0 \
    ys_cells 53 \
    most_frequent_cells_after_synthesis "sky130_fd_sc_hd__edfxtp_1 (17), sky130_fd_sc_hd__and2_1 (13), sky130_fd_sc_hd__nor2_1 (3)" \
    critical_path_class "flip-flop to flip-flop" \
    syn-instance-count 53 \
    layout_min_cycle_time_ns 1.60 \
    drtAntennaViolNets 0 \
    yosys_most_used_dff "sky130_fd_sc_hd__edfxtp_1" \
    detailed_place_hpwl_mm 1.12 \
    seq_area_frac_synth_pct 66.1 \
    warnings 25 \
    r2r_start "bit_idx[0]" \
    cts.reportedPaths.clkPinSlew_ns 0.06 \
    p_per_area_nw_per_um2 1130 \
    path_max_fanout 5 \
    globalRoute.totalOverflow 0 \
    remaining_drc_errors 0 \
    x_dimension_of_the_die_um 107 \
    drt-pass1-iter-count 2 \
    postRouteWirelength_mm 1.34 \
    worst_ep_arrival_time_ns 1.60 \
    yosys.cell_types.count 19 \
    ff_latch_area_um2 510 \
    worst_clock_skew_ns 0.00180 \
    yosysWarningCount 0 \
    postCtsHoldBufs 0 \
    startpoint_types "flip-flop" \
    rsz0062_at_grt "false" \
    antenna_found_initial 0 \
    area_leaders "sky130_fd_sc_hd__edfxtp_1 (66%), sky130_fd_sc_hd__and2_1 (11%), sky130_fd_sc_hd__ha_1 (3.2%)" \
    max_cap_viol_count 0 \
    synth-edff-count 17 \
    boundaryPins 14 \
    worst_hold_path_type "flip-flop to flip-flop" \
    critPathRequiredTime_ns 2.30 \
    cts_htree_levels 1 \
    hold_viol_final 0 \
    synth_area_per_cell_um2 14.6 \
    worst_setup_path_end_kind "flip-flop" \
    grt_max_degree 11 \
    timing.critical_path.from "bit_idx[0]" \
]
[routing by layer]
layer	vias up	track usage, %	share of wire, %
li1	227	-	-
met4	0	0.677	2.2
met3	4	1.15	7.5
met5	-	0	0
met2	12	3.56	44
met1	207	3.14	47
[stage by stage]
step,setup WS [ns],hold WS [ns],instances,power [mW],instance area [µm²]
after floorplan,0.787,0.603,53,0.863,772
after CTS,0.684,0.668,169,1.23,1070
after global routing,0.599,0.692,169,1.31,1070
after global placement,0.601,0.652,165,1.01,1030
after detailed placement,0.578,0.653,165,1.02,1030
final,0.698,0.669,169,1.21,1070
[sequential cells by signal, indices dropped and copies added, names as in the netlist]
name / cells
out: 1
state: 3
bit_idx: 3
busy: 1
data: 8
done: 1
[cell usage in the layout, fill, tap and decap left out]
master                            instances
sky130_fd_sc_hd__nor2_1                   3
sky130_fd_sc_hd__nand3b_1                 1
sky130_fd_sc_hd__nand2_1                  2
sky130_fd_sc_hd__and3b_1                  1
sky130_fd_sc_hd__nor3b_1                  1
sky130_fd_sc_hd__a41o_1                   1
sky130_fd_sc_hd__clkdlybuf4s50_1         13
sky130_fd_sc_hd__mux2i_1                  2
sky130_fd_sc_hd__clkbuf_8                 3
sky130_fd_sc_hd__clkinv_2                 1
sky130_fd_sc_hd__ha_1                     2
sky130_fd_sc_hd__inv_1                    1
sky130_fd_sc_hd__and2_1                  13
sky130_fd_sc_hd__xor2_1                   1
sky130_fd_sc_hd__nor2b_1                  2
sky130_fd_sc_hd__a31oi_1                  1
sky130_fd_sc_hd__edfxtp_1                17
sky130_fd_sc_hd__nand2b_1                 1
sky130_fd_sc_hd__mux4_2                   1
sky130_fd_sc_hd__or2_2                    1
sky130_fd_sc_hd__and2b_2                  1
sky130_fd_sc_hd__a21o_1                   1
[worst paths after layout]
| kind | to | slack, ns | cells after the start |
|---|---|---|---|
| setup reg to reg | out | 0.70 | 3 |
| hold / removal | out | 0.67 | 1 |
| hold reg to reg | out | 0.67 | 1 |
| setup / recovery | out | 0.70 | 3 |
[area by class of cell]
class / count / area share, %
inverters: 1 / 0.350
clock inverters: 1 / 0.467
repair buffers: 13 / 12.1
clock buffers: 3 / 3.85
multi-input cells: 35 / 24.0
well taps: 99 / 11.6
flip-flops and latches: 17 / 47.6
[cell families after synthesis]
| kind of cell | synth area share, % |
|---|---|
| adder cells (fa/ha/maj) | 3.24 |
| XOR/XNOR | 1.13 |
| flip-flops | 66.1 |
| AND/OR/NAND/NOR | 20.4 |
| buffers and inverters | 0.486 |
| AND-OR/OR-AND | 3.08 |
| multiplexers | 5.51 |
[where the power goes]
| part | internal [mW] | switching (mW) | leakage [nW] |
|---|---|---|---|
| Clock | 0.120 | 0.0958 | 0.0255 |
| Sequential | 0.555 | 0.0800 | 0.169 |
| Combinational | 0.194 | 0.166 | 0.186 |
[worst max-delay path, stage by stage (launching register included)]
cell and delay (ns):
sky130_fd_sc_hd__edfxtp_1 0.48, sky130_fd_sc_hd__mux4_2 0.52, sky130_fd_sc_hd__nand2b_1 0.15, sky130_fd_sc_hd__a41o_1 0.21
Power and IR drop assume default switching activity.
